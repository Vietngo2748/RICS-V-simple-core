==> flow/design.v <==
module instruction_memory (
  input logic [63:0] inst_address,
  output logic [31:0] instruction
);
  logic [7:0] inst_mem[87:0];
  initial
    begin
      {inst_mem[3], inst_mem[2], inst_mem[1], inst_mem[0]} = 32'h00000913; 
      {inst_mem[7], inst_mem[6], inst_mem[5], inst_mem[4]} = 32'h00000433; 
      {inst_mem[11], inst_mem[10], inst_mem[9], inst_mem[8]} = 32'h04b40863; 
      {inst_mem[15], inst_mem[14], inst_mem[13], inst_mem[12]} = 32'h00800eb3; 
      {inst_mem[19], inst_mem[18], inst_mem[17], inst_mem[16]} = 32'h000409b3; 
      {inst_mem[23], inst_mem[22], inst_mem[21], inst_mem[20]} = 32'h013989b3; 
      {inst_mem[27], inst_mem[26], inst_mem[25], inst_mem[24]} = 32'h013989b3; 
      {inst_mem[31], inst_mem[30], inst_mem[29], inst_mem[28]} = 32'h013989b3; 
      {inst_mem[35], inst_mem[34], inst_mem[33], inst_mem[32]} = 32'h02be8663; 
      {inst_mem[39], inst_mem[38], inst_mem[37], inst_mem[36]} = 32'h001e8e93; 
      {inst_mem[43], inst_mem[42], inst_mem[41], inst_mem[40]} = 32'h00898993; 
      {inst_mem[47], inst_mem[46], inst_mem[45], inst_mem[44]} = 32'h00093d03; 
      {inst_mem[51], inst_mem[50], inst_mem[49], inst_mem[48]} = 32'h0009bd83; 
      {inst_mem[55], inst_mem[54], inst_mem[53], inst_mem[52]} = 32'h01bd4463; 
      {inst_mem[59], inst_mem[58], inst_mem[57], inst_mem[56]} = 32'hfe0004e3; 
      {inst_mem[63], inst_mem[62], inst_mem[61], inst_mem[60]} = 32'h01a002b3; 
      {inst_mem[67], inst_mem[66], inst_mem[65], inst_mem[64]} = 32'h01b93023; 
      {inst_mem[71], inst_mem[70], inst_mem[69], inst_mem[68]} = 32'h0059b023; 
      {inst_mem[75], inst_mem[74], inst_mem[73], inst_mem[72]} = 32'hfc000ce3; 
      {inst_mem[79], inst_mem[78], inst_mem[77], inst_mem[76]} = 32'h00140413; 
      {inst_mem[83], inst_mem[82], inst_mem[81], inst_mem[80]} = 32'h00890913; 
      {inst_mem[87], inst_mem[86], inst_mem[85], inst_mem[84]} = 32'hfa000ae3; 
    end
  always @ (inst_address)
    begin
      instruction[7:0] = inst_mem[inst_address+0];
      instruction[15:8] = inst_mem[inst_address+1];
      instruction[23:16] = inst_mem[inst_address+2];
      instruction[31:24] = inst_mem[inst_address+3];
    end
endmodule
==> flow/run.sh <==
#!/bin/bash
# OpenROAD 26Q1-2900-gdf79404cd8, Yosys 0.63+post, stock flow scripts
make -C /OpenROAD-flow-scripts/flow DESIGN_CONFIG=/design/flow/config.mk WORK_HOME=/design/flow/orfs finish
==> flow/config.mk <==
export PLATFORM = sky130hd
export DESIGN_NAME = instruction_memory
export DESIGN_NICKNAME = instruction_memory
export VERILOG_FILES = /design/flow/design.v
export SDC_FILE = /design/flow/constraint.sdc
export NUM_CORES = 4
export LEC_CHECK = 1
export CORE_UTILIZATION = 40
==> flow/constraint.sdc <==
current_design instruction_memory

set clk_period 5.5
set clk_io_pct 0.2

create_clock -name clk0 -period $clk_period

set non_clock_inputs [all_inputs -no_clocks]
set_input_delay [expr $clk_period * $clk_io_pct] -clock clk0 $non_clock_inputs
set_output_delay [expr $clk_period * $clk_io_pct] -clock clk0 [all_outputs]
==> GITHUB_STEP_SUMMARY <==
### Flow metrics

| Metric | Value |
|---|---|
| Slew at the pin closest to its max-slew limit | 0.800 ns |
| Portion of the post-synthesis area used by sequential elements | 0% |
| Area taken by multi-input logic gates | 4140 um^2 |
| Critical path startpoint category | input pin |
| Number of standard cells after synthesis | 752 |
| Result of the run | finished clean |
| Worst slew margin | 46.3% |
| Routability congestion estimate | 0.945 |
| WL/cell | 21.2 um |
| Chip Area | 11900 um^2 |
| Post-cts hold-fix buffer tally | 0 |
| Yosys cell count | 752 |
| Hold path startpoint | inst_address[0] |
| Chip area from the yosys synthesis statistics | 4580 um^2 |
| Post-detailed-route via-to-cell ratio | 6.68 |
| Iter 0 DRT Violations | 675 |
| Flop area | 0 um^2 |
| Setup crit end kind | output pin |
| Switching Share | 56.4% |
| Fmax | 196 MHz |
| Gates resized, CTS repair | 0 |
| Number of antenna violations at the first check in global routing | 0 |
| Class of the tightest hold or removal check | input pin to output pin |
| Yosys warning tally | 1 |
| Clk network pwr share | 0% |
| Cell type with the largest total area | sky130_fd_sc_hd__nand2_1 |
| Biggest fanout along the worst timing path | 11 |
| Final Hold Violating Endpoints | 0 |
| Total of clock buffers placed in the layout | 0 |
| Worst hold stages | 6 |
| RSZ-0062 raised after global routing | no |
| Synth unique cells | 78 |
| Most popular library cell in the synthesized design by count | sky130_fd_sc_hd__nand2_1 |
| Final min period | 5.10 ns |
| Post-route ant nets | 0 |
| Pwr per Cell Area | 121 nW/um^2 |
| Die Ht | 109 um |
| Static leakage power | 0.00205 uW |
| Total internal power | 285 uW |
| Number of warning messages in the logs | 103 |
| Part of the total power dissipated in sequential elements | 0% |
| GRT overflow | 0 |
| Largest net degree at the start of global routing | 66 |
| Layout overhead on the synthesized area | 17.9% |
| Worst endpoint data arrival time | 4.00 ns |
| Core area | 11000 um^2 |
| Initial core utilization | 41.7% |
| Number of top-level pins | 96 |
| Average cell area after synthesis | 6.09 um^2 |
| Final slew viol count | 0 |
| Largest incremental delay on the critical path | 0.54 ns |
| Commonest cells post-synth | sky130_fd_sc_hd__nand2_1 (99), sky130_fd_sc_hd__a21oi_1 (73), sky130_fd_sc_hd__nor2_1 (68) |
| Main area contributors | sky130_fd_sc_hd__nand2_1 (8.1%), sky130_fd_sc_hd__a21oi_1 (8.0%), sky130_fd_sc_hd__o21ai_0 (6.9%) |
| Min Hold Slack | 3.21 ns |
| Switching power total | 369 uW |
| Area share of the leading cell type in the synthesized netlist | 8.11% |
| Setup TNS | 0 ns |
| Cell breakdown of the critical path | dlymetal6s2s_1, clkinv_1, ha_1, buf_4, ha_1, clkinvlp_4, a2111oi_1, nor4_1, nor3_1, clkdlybuf4s50_1 |
| Number of violations of the max-capacitance limit | 0 |
| Combinational share of power | 100.0% |
| Data required, critical path | 4.40 ns |
| Number of buffer and inverter stages on the critical path | 5 |
| Post-layout total power | 654 uW |
| I/O Buffers | 39 |
| Critical path start-end classification | input pin to output pin |
| Share of final-layout standard cells stronger than drive strength 1 | 14.3% |
| Via count of the routed design | 6155 |
| Syn Std Cell Area | 4580 um^2 |
| Final critical-path share of the clock period | 92.8% |
| Post CTS Setup Buffer Count | 0 |
| Top Family by Delay on Critical Path | buffers and inverters |
| Final routed wirelength across all metal layers | 19.5 mm |
| GRT Util Overall | 33.8% |
| Setup ws final | 0.396 ns |
| Cell with the largest stage delay on the worst path | sky130_fd_sc_hd__a2111oi_1 |
| Row Count | 38 |
| Peak supply drop | 0.0000868 V |
| Post-Place Worst Slack | 0.0647 ns |
| Number of global-route vias before repair | 5545 |
| Remaining DRCs | 0 |
| Antenna diodes | 0 |
| Sequential cell count | 0 |
| Number of setup violations in the final report | 0 |
| Drt pass-1 iters | 8 |
| Critical Path Most Common Cell | sky130_fd_sc_hd__ha_1 |
| Hold Crit Endpoint | instruction[27] |
| First-pass GRT wire length | 31.0 mm |
| DPL Wire Length | 13.6 mm |
| Final-layout fill cell count | 1161 |
| Die extent in x | 109 um |
## layout by cell type, fill, tap and decap left out, types with 5 or more instances in the layout
cell	n
sky130_fd_sc_hd__xor2_1	7
sky130_fd_sc_hd__nor3_1	23
sky130_fd_sc_hd__clkdlybuf4s50_1	34
sky130_fd_sc_hd__o311ai_0	5
sky130_fd_sc_hd__a31oi_1	20
sky130_fd_sc_hd__a311oi_1	8
sky130_fd_sc_hd__buf_4	74
sky130_fd_sc_hd__o221ai_1	7
sky130_fd_sc_hd__nand2_1	99
sky130_fd_sc_hd__o211ai_1	17
sky130_fd_sc_hd__nand3_1	29
sky130_fd_sc_hd__buf_12	5
sky130_fd_sc_hd__nor2_1	68
sky130_fd_sc_hd__a21oi_1	73
sky130_fd_sc_hd__o22ai_1	10
sky130_fd_sc_hd__a221oi_1	8
sky130_fd_sc_hd__mux2i_1	12
sky130_fd_sc_hd__o21ai_0	63
sky130_fd_sc_hd__mux4_2	5
sky130_fd_sc_hd__a22oi_1	9
sky130_fd_sc_hd__o31ai_1	11
sky130_fd_sc_hd__nor2b_1	7
sky130_fd_sc_hd__nand2b_1	9
sky130_fd_sc_hd__inv_1	8
sky130_fd_sc_hd__xnor2_1	18
sky130_fd_sc_hd__a211oi_1	17
sky130_fd_sc_hd__and2_1	6
sky130_fd_sc_hd__xnor2_2	7
sky130_fd_sc_hd__a2bb2oi_1	5
sky130_fd_sc_hd__ha_1	19
## layer usage
layer	routed length, um	vias up	track usage, %
li1	-	2902	-
met1	8650	2867	50.7
met2	8660	337	50.5
met3	1620	49	3.72
met4	585	0	10.1
met5	0	-	0
## worst max-delay path by stage
stage	start	to	slack (ns)	cells after the start
6_report	inst_address[1]	instruction[29]	0.40	10
5_1_grt	inst_address[1]	instruction[20]	0.21	11
4_1_cts	inst_address[1]	instruction[29]	0.06	10
## stage by stage
step                utilization, %  instances  cell area (um^2)
floorplan                        -        752              4580
detailed placement            49.1        922              5390
global route                  49.2        922              5400
CTS                           49.1        922              5390
global placement              49.1        922              5390
finish                        49.2        922              5400
## worst min-delay path, cell delays in order
cell and delay [ns]:
sky130_fd_sc_hd__buf_2 0.10, sky130_fd_sc_hd__clkinv_1 0.12, sky130_fd_sc_hd__buf_4 0.25, sky130_fd_sc_hd__nand2_1 0.09
sky130_fd_sc_hd__a2bb2oi_1 0.05, sky130_fd_sc_hd__clkdlybuf4s50_1 0.39
## power by group through the flow
stage / registers (uW) / clock network (uW) / logic (uW)
4_1_cts: 0 / 0 / 644
5_1_grt: 0 / 0 / 712
6_report: 0 / 0 / 654
## final cells by class
class	instances	share of cell area [%]
multi-input cells	650	76.7
repair buffers	118	19.0
well taps	140	3.24
inverters	14	1.04
## cell families (layout without fill, tap and decap cells)
| family | after synthesis | after routing | share of synthesized area [%] |
|---|---|---|---|
| muxes | 18 | 18 | 5.33 |
| buffers and inverters | 102 | 132 | 9.61 |
| and+or+nand+nor | 270 | 270 | 27.0 |
| AOI/OAI and AO/OA | 310 | 310 | 45.3 |
| xor gates and xnor gates | 33 | 33 | 7.62 |
| adders and majority gates | 19 | 19 | 5.19 |
No activity file was given, so power comes from the tool's default toggle rates.
