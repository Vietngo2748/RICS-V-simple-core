--- ./design.v ---
module IDEX(
  input logic clk,
  input logic reset,
  input [3:0] funct4_in,  
  input [63:0] A_in,     
  input [63:0] readdata1_in,  
  input [63:0] readdata2_in,  
  input [63:0] imm_data_in,    
  input [4:0] rs1_in,   
  input [4:0] rs2_in,   
  input [4:0] rd_in,    
  input branch_in,
  input memread_in,
  input memtoreg_in,
  input memwrite_in,
  input aluSrc_in,
  input regwrite_in,  
  input [1:0] Aluop_in,
  input flush,
  output logic [63:0] a,
  output logic [4:0] rs1,
  output logic [4:0] rs2,
  output logic [4:0] rd,
  output logic [63:0] imm_data,
  output logic [63:0] readdata1,  
  output logic [63:0] readdata2,  
  output logic [3:0] funct4_out,
  output logic Branch,
  output logic Memread,
  output logic Memtoreg,
  output logic Memwrite,
  output logic Regwrite,
  output logic Alusrc,
  output logic [1:0] aluop
);
  always_ff @(posedge clk) begin
    if (reset || flush) begin
      a <= 64'b0;
      rs1 <= 5'b0;
      rs2 <= 5'b0;
      rd <= 5'b0;
      imm_data <= 64'b0;
      readdata1 <= 64'b0;
      readdata2 <= 64'b0;
      funct4_out <= 4'b0;
      Branch <= 1'b0;
      Memread <= 1'b0;
      Memtoreg <= 1'b0;
      Memwrite <= 1'b0;
      Regwrite <= 1'b0;
      Alusrc <= 1'b0;
      aluop <= 2'b0;
    end else begin
      a <= A_in;
      rs1 <= rs1_in;
      rs2 <= rs2_in;
      rd <= rd_in;
      imm_data <= imm_data_in;
      readdata1 <= readdata1_in;
      readdata2 <= readdata2_in;
      funct4_out <= funct4_in;
      Branch <= branch_in;
      Memread <= memread_in;
      Memtoreg <= memtoreg_in;
      Memwrite <= memwrite_in;
      Regwrite <= regwrite_in;
      Alusrc <= aluSrc_in;
      aluop <= Aluop_in;
    end
  end
endmodule
--- ./run.sh ---
#!/bin/bash
# OpenROAD 26Q1-2900-gdf79404cd8, Yosys 0.63+post, stock flow scripts
make -C /OpenROAD-flow-scripts/flow DESIGN_CONFIG=/design/flow/config.mk WORK_HOME=/design/flow/orfs finish
--- ./config.mk ---
export PLATFORM = sky130hd
export DESIGN_NAME = IDEX
export DESIGN_NICKNAME = IDEX
export VERILOG_FILES = /design/flow/design.v
export SDC_FILE = /design/flow/constraint.sdc
export NUM_CORES = 4
export LEC_CHECK = 1
export CORE_AREA = 10 10 227 227
export DIE_AREA = 0 0 237 237
--- ./constraint.sdc ---
current_design IDEX

set clk_period 1.0
set clk_io_pct 0.2

create_clock -name clk0 -period $clk_period [get_ports {clk}]

set non_clock_inputs [all_inputs -no_clocks]
set_input_delay [expr $clk_period * $clk_io_pct] -clock clk0 $non_clock_inputs
set_output_delay [expr $clk_period * $clk_io_pct] -clock clk0 [all_outputs]
==> out/metrics.cfg <==
[setup_path]
end_kind=output pin
slowest_stage=dfxtp_4
cp_top_family=flip-flops
crit_chain=buf_6
path_buffers=1
cp_data_required_time_ns=0.80
crit_path_max_incr_delay_ns=0.40
arrival_ns=1.06
crit_fanout=1
startpoint_type=flip-flop
critPathKind=flip-flop to output pin

[routing]
drcViolationCount=0
drt-met1-wl_um=12770
highest_layer=met5
diodes=0
wl_met3_um=4662
dr_total_vias=6974
drt-total-wl_um=34050
via_per_inst=3.743
dr.pass1.iters=7
dr_wl_met2_um=15930
ant_nets=0
wire_per_inst_um=18.28
initialDrtViolationCount=160

[global_route]
grt_max_degree=41
antenna_found_initial=4
grt_pass1_vias=7522
grt_overflow_total=0
grtUsageTotal_pct=11.59
grt_pass1_wl_um=49400

[yosys]
netlist.area_leader.share_pct=67.49
yosys.area.top_type=dfxtp_1
synth_cell_types=6
synth_flop_count=283
area_leaders=dfxtp_1, nor3b_1, buf_6
syn_inst=628
syn_area_um2=8394
postSynthAreaPerCell_um2=13.37
yosysWarnings=1
synth.yosys.num_cells=628
yosysChipArea_um2=8394
ys_seq_share_pct=67.49

[placed_design]
gp_congestion=0.8101
hpwl_um=26570
io_buffers=568
place_ws_ns=-0.2726

[clock_network]
clkTransAtPathRegs_ns=0.06
cts.sinks=283
clock_tree.buffer_depth=3
cts_buffers=31
root_buffer=clkbuf_16
cts_tree=yes
htreeDepth=1

[floorplan]
rows=79
die_w_um=237
io_pins=569
die_area_um2=56170
core_area_um2=46560
die_h_um=237
initial_utilization_pct=18.03

[hold_path]
whs_endpoint=a[62]$_SDFF_PP0_
worstHoldStart=reset
hold_class=input pin to flip-flop
hold_depth=3

[sta]
finalCritPeriodShare_pct=125.6
worstMarginPinSlew_ns=0.3196
worst_slack_ns=-0.2564
worst_slew_margin_rel_pct=78.65
maxSlewViolCount=0
max_freq_ghz=0.7959
rsz0062_at_grt=true
min_period_ns=1.256
finalSetupViolations=283
hold_violations=0

[layout]
drive_gt1_share_pct=36.54
syn2layout_area_growth_pct=74.81

[run_status]
violations=setup timing
status=finished, violations left

[pwr]
power_mw=25.42
p_leak_nw=6.197
powerDensity_nw_per_um2=1732
peakVddDrop_uv=1393

[job]
maxCapViolations=0
tool_warnings=27

[registers in the layout, summed over array words and instances (netlist names)]
name,flops
funct4_out,4
rd,5
imm_data,64
rs1,5
Alusrc,1
Memwrite,1
readdata2,64
aluop,2
rs2,5
Regwrite,1
a,64
readdata1,64
Memread,1
Memtoreg,1
Branch,1
[worst max path at each step]
stage | from | endpoint | cells after the start
after CTS | Memtoreg$_SDFF_PP0_ | Memtoreg | 1
after global routing | Memtoreg$_SDFF_PP0_ | Memtoreg | 1
final | Memtoreg$_SDFF_PP0_ | Memtoreg | 1
[per-stage QoR]
| stage | utilization, % | hold WS [ns] | TNS (ns) | std cells | instance area [µm²] |
|---|---|---|---|---|---|
| after floorplan | - | 0.3643 | 0 | 628 | 8394 |
| after global placement | 32.05 | 0.4938 | -4.294 | 1808 | 14920 |
| after detailed placement | 32.05 | 0.4941 | -6.109 | 1808 | 14920 |
| after CTS | 31.33 | 0.006027 | -60.94 | 1863 | 14580 |
| after global routing | 31.52 | 0.02009 | -62.14 | 1863 | 14670 |
| final | 31.52 | 0.04096 | -46.11 | 1863 | 14670 |
[Yosys cell counts]
library cell / instances
clkbuf_1: 2
buf_4: 1
dfxtp_1: 283
nor3b_1: 283
buf_2: 12
buf_6: 47
[cell usage in the layout (no fill, tap or decap)]
cell type          n
buf_12            14
buf_2            269
buf_4             53
buf_6             14
bufinv_16          1
clkbuf_1           7
clkbuf_16         31
clkbuf_8          10
clkdlybuf4s50_1  283
clkinv_2           3
clkinvlp_4         2
dfxtp_1          222
dfxtp_2           59
dfxtp_4            2
dlygate4sd3_1      2
inv_6              1
nor3b_1          283
[layer usage]
| metal | up-vias | track usage (%) |
|---|---|---|
| met1 | 3186 | 13.26 |
| li1 | 3353 | - |
| met2 | 388 | 18.87 |
| met4 | 8 | 1.988 |
| met5 | - | 0 |
| met3 | 39 | 6.539 |
[logic make-up (layout without fill, tap and decap cells)]
kind of cell / Yosys count / in the layout / synth area share [%]
buf+inv: 62 / 690 / 7.199
simple gates: 283 / 283 / 25.31
flops: 283 / 283 / 67.49
[area by class of cell]
cell class | instances | area (µm²)
Fill cell | 4729 | 31880
Sequential cell | 283 | 5747
Timing Repair Buffer | 637 | 5062
Multi-Input combinational cell | 283 | 2125
Clock buffer | 46 | 912.1
Tap cell | 607 | 759.5
Clock inverter | 7 | 68.82
[power by group]
part           switching, mW  total [mW]  internal [mW]  leakage, nW
Clock                   4.46        10.9           6.49        0.478
Combinational          0.809        2.61           1.80         3.37
Sequential             0.118        11.9           11.7         2.35
Total                   5.38        25.4           20.0         6.20
[what timing repair did]
| action | CTS | global route |
|---|---|---|
| pin swaps | 0 | 0 |
| hold buffers | 2 | 0 |
| buffers inserted | 0 | 0 |
| resized | 988 | 32 |
| endpoints found under the hold margin | 1 | 0 |
| endpoints found under the setup margin | 283 | 283 |
Power and IR drop assume default switching activity.
