[run.sh]
#!/bin/bash
# OpenROAD 26Q1-2900-gdf79404cd8, Yosys 0.63+post, stock flow scripts
make -C /OpenROAD-flow-scripts/flow DESIGN_CONFIG=/design/flow/config.mk WORK_HOME=/design/flow/orfs finish
[config.mk]
export PLATFORM = sky130hd
export DESIGN_NAME = registerFile
export DESIGN_NICKNAME = registerFile
export VERILOG_FILES = /design/flow/design.v
export SDC_FILE = /design/flow/constraint.sdc
export NUM_CORES = 4
export LEC_CHECK = 1
export CORE_UTILIZATION = 30
[constraint.sdc]
current_design registerFile

set clk_period 9.8
set clk_io_pct 0.2

create_clock -name clk0 -period $clk_period [get_ports {clk}]

set non_clock_inputs [all_inputs -no_clocks]
set_input_delay [expr $clk_period * $clk_io_pct] -clock clk0 $non_clock_inputs
set_output_delay [expr $clk_period * $clk_io_pct] -clock clk0 [all_outputs]
[design.v]
module registerFile (
  input logic clk,
  input logic reset,
  input logic [4:0] rs1,
  input logic [4:0] rs2,
  input logic [4:0] rd,
  input logic [63:0] writedata,
  input logic reg_write,
  output logic [63:0] readdata1,
  output logic [63:0] readdata2,
  output logic [63:0] r8,
  output logic [63:0] r18,
  output logic [63:0] r19,
  output logic [63:0] r20,
  output logic [63:0] r21,
  output logic [63:0] r22
);
  logic [63:0] registers [31:0];
  initial begin
    for (int i = 0; i < 32; i = i + 1)
      registers[i] = 64'd0;
    registers[11] = 64'd8;
  end
  assign r8 = registers[8];
  assign r19 = registers[19];
  assign r20 = registers[20];
  assign r21 = registers[26];
  assign r22 = registers[27];
  assign r18 = registers[18];
  always @(*) begin
    if (reset) begin
      readdata1 <= 64'd0;
      readdata2 <= 64'd0;
    end else begin
      readdata1 <= registers[rs1];
      readdata2 <= registers[rs2];
    end
  end
  always_ff @(negedge clk) begin
    if (reg_write)
      registers[rd] <= writedata;
  end
endmodule
==> impl_metrics.yaml <==
# physical design summary
finish:
  fillers: 27153
  finalInstanceArea_um2: 125800
  final_core_util: 0.4031
  reg.largest.list: "registers (2048)"
  logic_area_um2: 32670
  regArea_um2: 61500
  finalNonFillerCells: 11807
  area_growth_syn_to_fin_pct: 33.58
  max_flop_register: "registers"
  largest_reg_flops: 2048
  post_route_cells_drive_above_1_share: 0.3014
timing:
  hold_viol_final: 0
  timing_worst_slew_pin_value_ps: 1058
  setup_viol_count_final: 1
  grt_setup_unrepaired: "yes"
  timing_max_transition_violations_final: 0
  setup_tns_ps: -89.05
  final_worst_path_setup_slack_ps: -89.05
  max-slew-margin-rel: 0.2928
  final.hold.worst_slack_ps: 4514
global_route:
  grt.total_usage: 0.2437
  antenna_found_initial: 13
  overflow: 0
  first_pass_grt_wire_length_um: 497000
  largest_net_degree_at_the_start_of_global_routing: 98
  number_of_global_route_vias_before_repair: 71834
floorplanning:
  die.size.x_um: 562.4
  rows: 205
  core_um2: 312200
  floorplanUtilization: 0.3018
  die.size.y_um: 562.4
  floorplan.die_area_um2: 316200
  pin_count: 594
pwr:
  peakVddDrop_mv: 0.1774
  power.leakage_nw: 48.41
  power_mw: 24.27
  power_per_cell_area_nw_per_um2: 192.9
placed_design:
  detailed_place.area_um2: 106800
  gp_congestion: 0.8646
  tally_of_buffers_added_on_design_ports: 593
  post-dp-hpwl_um: 218900
  preCtsSetupSlack_ps: 195.8
  numPlacedInstances: 9134
critical_path:
  worst_ep_arrival_time_ps: 7930
  critPathRequiredTime_ps: 7840
  critPathMaxFanout: 2
  setup.worst_path.class: "flip-flop to primary output"
  type_of_element_capturing_the_critical_path: "primary output"
  startpoint_types: "flip-flop"
clock_tree:
  cts_buf_count: 237
  clk_pin_slew_ps: 50
  cts-htree-levels: 4
  tritoncts: "built"
  clock-sinks: 2048
  cts_max_path_buffers: 4
  clock_tree.root_cell: "clkbuf_16"
logic_synthesis:
  ys_ff: 2048
  top_area_cell: "edfxtp_1"
  synth_dominant_cell_count: "edfxtp_1"
  post-synth-top-area-fraction: 0.6529
  cell_count_after_synthesis: 4473
  ys.flop_type: "edfxtp_1"
  synth.yosys.warnings: 1
  synth_chip_area_um2: 94200
  synth.distinct_cells: 59
  synth_async_sr_flop_share: 0
  post_synth_instance_area_um2: 94200
  sequential_fraction_of_the_synthesis_area: 0.6529
  yosys-top-cells-count: "2048 x edfxtp_1, 991 x mux4_2, 200 x o22ai_1, 147 x mux2_2, 134 x mux2i_1"
  yosysCellCount: 4473
  synth-edff-count: 2048
  ys_top_cells_by_area: "edfxtp_1 65%, mux4_2 24%, mux2_2 1.8%"
  post_synth.cell_area_avg_um2: 21.06
routing:
  number_of_routed_nets_with_antenna_violations: 0
  drt_pass1_iterations: 5
  finalWirelength_um: 358300
  dr.first_iter.drc_count: 3696
  drt-vias-per-instance: 5.225
  drt_drc_violations_left: 0
  routed_wire_length_per_instance_um: 30.35
  detailroute.via_count: 61692
run:
  max-cap-violations: 0
  tool_warnings: 1030
status:
  violations: "setup timing"
  outcome: "finished, violations left"
worst_hold_path:
  hold-path-cell-count: 4
  worst_min_delay_path_class: "input port to primary output"
==> routing by layer <==
| metal | track usage | vias up | wire [µm] |
|---|---|---|---|
| li1 | - | 25880 | - |
| met1 | 0.2351 | 30592 | 106100 |
| met2 | 0.3495 | 4521 | 168800 |
| met3 | 0.2162 | 669 | 65820 |
| met4 | 0.1190 | 30 | 16050 |
| met5 | 0.03524 | - | 1551 |
==> critical path: stages, from the launching register on <==
cell and delay (ps):
edfxtp_1 400, buf_6 140, mux4_2 430, mux4_2 490
a311o_2 490, buf_2 150
==> cells in the final DEF (no fill, tap or decap), types with 10 or more instances in the layout <==
cell type / instances
a22o_1: 10
mux2_4: 14
clkdlybuf4s50_1: 508
o21ai_0: 15
nor2b_1: 29
mux2_2: 133
clkbuf_16: 240
clkinvlp_2: 54
bufinv_16: 42
nor4_4: 12
nor3_2: 12
mux2i_1: 123
nor3_1: 20
o22ai_1: 145
buf_12: 76
a221oi_2: 11
nor4_2: 18
a211oi_2: 29
nor2_4: 36
a221o_1: 13
o221ai_1: 12
inv_4: 20
o22ai_2: 42
mux4_2: 998
nand2_1: 51
nor2_1: 32
o22ai_4: 13
a22oi_1: 22
dlygate4sd2_1: 35
dlymetal6s2s_1: 24
edfxtp_1: 2048
a22oi_2: 18
buf_4: 400
a21oi_1: 30
inv_1: 2105
==> cells by family (layout without fill, tap and decap cells) <==
family / after synthesis / count (layout) / share of synthesized area
AND/OR/NAND/NOR: 312 / 312 / 0.01768
flip-flops: 2048 / 2048 / 0.6529
AND-OR/OR-AND: 453 / 453 / 0.03333
other: 0 / 7 / 0
multiplexers: 1289 / 1289 / 0.2733
buffers and inverters: 371 / 3558 / 0.02282
==> power breakdown <==
group          internal (mW)  total [mW]  switching [mW]
combinational          0.823        1.88            1.06
clock                   6.68        12.5            5.82
sequential              9.83        9.88          0.0490
==> repair_timing <==
action	CTS	global route
pin swaps	46	36
hold buffers	0	0
gates resized	261	147
endpoints found under the setup margin	110	80
setup buffers	126	71
==> path summary, 6_finish.rpt <==
| path | from | endpoint | slack, ps |
|---|---|---|---|
| max | registers[27][29] | readdata1[29] | -90 |
| min | rs1[2] | readdata1[56] | 4510 |
==> area by class of cell <==
class | count | area share
clock inverters | 2245 | 0.07901
repair buffers | 1069 | 0.08341
well taps | 4140 | 0.04117
flip-flops and latches | 2048 | 0.4887
multi-input cells | 2054 | 0.2597
clock buffers | 240 | 0.04773
inverters | 4 | 0.0001591
diodes | 7 | 0.0001392
Power is estimated from default activity; no workload was simulated.
